### design/flow/design.v
module vga(clock, button, hsync, vsync, r, g, b);
   input wire clock;
   input wire button;
   output reg hsync;
   output reg vsync;
   output reg [3:0] r;
   output reg [3:0] g;
   output reg [3:0] b;
   reg [11:0]  Frame;
   reg [9:0]   Xpos;
   reg [8:0]   Ypos;
   reg         Hpos, Vpos;
   wire        Xmax = (Xpos == 800);
   wire [10:0] Ex = 320;
   wire [10:0] Ey = 240;
   wire [10:0] Dx = Xpos <= Ex ? Ex - Xpos : Xpos - Ex;
   wire [10:0] Dy = Ypos <= Ey ? Ey - Ypos : Ypos - Ey;
   wire [11:0] Dm = (Dx + Dy);
   wire [14:0] D = button ? (Dm << Dm[6:5]) - Frame : (Dm >> Dm[4:3]) - Frame;
   always @(posedge clock)
     begin
        if (Xmax)
          begin
             Xpos <= 0;
             Ypos <= Ypos + 1;
          end
        else
          Xpos <= Xpos + 1;
     end
   always @(posedge clock)
     begin
        Hpos <= ~(Xpos > 656 && Xpos < 752);
        Vpos <= ~(Ypos >= 490 && Ypos < 492);
     end
   always @(negedge Vpos)
     begin
        Frame <= Frame + 1;
     end
   always @(posedge clock)
     begin
        vsync <= ~Vpos;
        hsync <= ~Hpos;
     end
   always @(posedge clock)
     begin
        r[3:0] <= (vsync|hsync) ? 0 : (D[7:4]);
        g[3:0] <= (vsync|hsync) ? 0 : (D[6:3]);
        b[3:0] <= (vsync|hsync) ? 0 : (D[5:2]);
     end
endmodule
### design/flow/run.sh
#!/bin/bash
# OpenROAD 26Q1-2900-gdf79404cd8, Yosys 0.63+post, stock flow scripts
make -C /OpenROAD-flow-scripts/flow DESIGN_CONFIG=/design/flow/config.mk WORK_HOME=/design/flow/orfs finish
### design/flow/config.mk
export PLATFORM = sky130hd
export DESIGN_NAME = vga
export DESIGN_NICKNAME = vga
export VERILOG_FILES = /design/flow/design.v
export SDC_FILE = /design/flow/constraint.sdc
export NUM_CORES = 4
export LEC_CHECK = 1
export CORE_UTILIZATION = 30
### design/flow/constraint.sdc
current_design vga

set clk_period 7.6
set clk_io_pct 0.2

create_clock -name clk0 -period $clk_period [get_ports {clock}]

set non_clock_inputs [all_inputs -no_clocks]
set_input_delay [expr $clk_period * $clk_io_pct] -clock clk0 $non_clock_inputs
set_output_delay [expr $clk_period * $clk_io_pct] -clock clk0 [all_outputs]
==> results.txt <==
Numbers from the implementation run.

OpenROAD reports that the post-layout worst path occupies around 73% of the period. After clock tree synthesis, the setup repair step added 0 buffers. The last timing report of the flow puts the setup violation total at 0.

Wire segments on met3 add up to 256 microns in the final route. In the final routing, the length of wire on met1 measures 3.38 mm. The required time reported for the critical path endpoint is 7.76 ns. At the worst endpoint, the arrival time is 5.68 ns. Across every metal layer, demand over resource in global routing totals 12.1%.

The element type at the critical path start is a flop. Detailed routing placed a total of 2.95 mm of wire on met2. The number of buffers and inverters on the critical path is 1.

The largest single stage delay on the critical path is approximately 0.56 ns. The library cell contributing the largest single delay on the critical path is sky130_fd_sc_hd__nor2_1. STA classifies the critical path endpoint as a flop. The first routing iteration left 196 violations. The buffer cell driving the clock tree root is sky130_fd_sc_hd__clkbuf_8.

The final route contains 2,729 vias. The overall power consumption is 0.334 mW. The maximum number of pins on one net before global-route repair is 16.

The tightest hold path in the finished design has a slack of 0.387 ns. The remaining routing DRC violations is 0. Dividing total power by cell area gives a power density of 93.6 nW/um^2. The die is 106 microns wide. Once synthesis finished, the tally of register bits stood at 37.

The final critical-path required period is 5.52 ns. The OpenROAD warning count is 34. The count of unclocked register or latch pins is 8. The max-slew check reports its worst relative slack as 53.7%. The library cell with the largest summed area after synthesis is sky130_fd_sc_hd__dfxtp_1. Per the timing report, the biggest fanout along the worst path comes to 10.

The finished layout reports a core utilization of 34.3%. 8 endpoints have no timing constraint. The number of max-cap violations is 0.

Summing the areas of all xor and xnor instances in the mapped netlist gives 12.1% of the synthesized area. The final hold violation count is 0. The flow ran to the end, and the final reports show no timing, DRC or antenna violations. The synthesized design devotes to its leading area cell type 17.2% of total area. The critical path is of the flop to flop type. The final report gives the standard cell area, fillers excluded, as approximately 3600 sq um.

The floorplan report gives the top-level pin count as 16. The worst-margin pin slew is 0.692 ns. The multiplexer share of the synthesized area is between 2 and 3%. The area growth from synthesis to final layout is 9.52%. Setup repair after global routing left no endpoint under its margin.

The reported leakage power is between 1 and 1.5 nW. By instance count after routing, the leading logic cell types are 39 x sky130_fd_sc_hd__nor2_1, 30 x sky130_fd_sc_hd__ha_1, 28 x sky130_fd_sc_hd__dfxtp_1, 28 x sky130_fd_sc_hd__xnor2_1, 25 x sky130_fd_sc_hd__nand3_1. At the floorplan stage, the core utilization is reported as a little under a third. Clock latency on the worst-skew pair, taken at its later pin, is between 0.2 and 0.3 ns. In the Yosys report, the sequential cells make up 25.5% of the chip area. The count of different cell masters after synthesis is 71.

The area recorded from the Yosys report for this design is between 3000 and 4000 sq um. For reference, compound AND-OR and OR-AND cells occupy 19.2% of the area reported after synthesis. The cell area after synthesis is 3260 sq um. The initial antenna violation count was 0. Summing the areas of all fa, ha and maj instances in the mapped netlist gives 12.1% of the synthesized area.

Synthesis produced just under 400 cells. For this block, the routed nets add up to 6.63 mm of wire. Per the synth stats, the proportion of register bits with asynchronous set or reset is 0%. In this run, post-CTS repair resized a total of 0 instances. The mean instance size in the synthesized netlist is 8.32 sq um. 0 antenna diodes ended up in the layout. The worst min-delay path class is flop to flop.

The clock tree synthesis step divided the H-tree into 2 levels. The main area contributors are sky130_fd_sc_hd__dfxtp_1 17%, sky130_fd_sc_hd__ha_1 12%, sky130_fd_sc_hd__edfxtp_1 8.3%, sky130_fd_sc_hd__xnor2_1 7.5%, sky130_fd_sc_hd__xor2_1 4.6%. The main logic family after synthesis is simple AND/OR/NAND/NOR gates. Summed over all layers, the global routing overflow is 0. The die covers 11,300 sq um. The fmax is 0.181 GHz. Clock skew on the completed layout was measured at 0.00650 ns. The worst-case clock buffer depth is 2. The post-route antenna net violation count is 0. The top layer reached by signal wires is met4.

Walking the worst path, the cells encountered are inv_1, ha_1, nor3b_2, a21oi_1, nor2_1, o31a_1, xor2_1, ha_1, a21o_1, a21oi_1, a21oi_1, nor2_1, mux2i_1, nor2_1, o21ai_0, o31ai_1, ha_1, or2_2, a21oi_1, a21oi_2, a31o_1, xor2_1, nor3_2. The routed wirelength normalized by instance count is approximately 13 microns. The post-cts hold-fix buffer tally is 0. The cell occurring most often along the worst timing path is sky130_fd_sc_hd__a21oi_1. The first global-routing pass estimated between 10 and 15 mm of wire. The proportion of layout cells with a drive suffix above 1 is 6.85%. The area of the core is 10,400 sq um. The yosys cell count is 392. Setup total negative slack on the finished layout was measured at 0 ns. The HPWL reported at the end of detailed placement is 5.15 mm. The number of buffers inserted by port buffering is 15. The first TritonRoute pass finished after 4 iterations.

The cell area after placement is 3460 sq um. The number of enable-type register cells in the synthesized netlist is 9. Per the synthesis report, the simple-gate share of the synthesized area is 22.1%. The clock-pin slew on the worst setup and hold paths is 0.06 ns.

For this run, the leading register cell type out of synthesis is sky130_fd_sc_hd__dfxtp_1. The floorplan row count is 37. Per the cell usage report, the commonest logic cell in the layout is sky130_fd_sc_hd__nor2_1. TritonCTS created 5 clock buffers.

The number of warnings issued by yosys is 1. Max-slew check failures listed in the final report amount to 0. The number of global-route vias before repair is 2,371. The mean number of vias per cell is 5.15. The maximum VDD drop is between 0.06 and 0.07 mV.

RePlAce ended its routability-driven mode at a weighted congestion of 0.856. The TritonCTS clock tree is yes. The die boundary height is 106 microns.

The dominant delay contributor by cell family on the critical path is AND-OR/OR-AND gates.
-- sequential cells by signal, summed over array words and instances, names as in the netlist --
name and cells:
Xpos 10, Ypos 9, r 3, Frame 8, vsync 1, Vpos 1
b 3, hsync 1, Hpos 1
-- final timing paths --
path	startpoint	to	slack, ns	cells past startpoint
setup reg to reg	Ypos[0]	r[3]	2.08	23
hold reg to reg	Hpos	hsync	0.39	1
setup / recovery	Ypos[0]	r[3]	2.08	23
hold / removal	Hpos	hsync	0.39	1
-- Yosys cell counts (6+ instances only) --
cell and count:
sky130_fd_sc_hd__inv_1 21, sky130_fd_sc_hd__o21ai_0 14, sky130_fd_sc_hd__nand2_1 23, sky130_fd_sc_hd__dfxtp_1 28
sky130_fd_sc_hd__nand3_1 25, sky130_fd_sc_hd__buf_2 7, sky130_fd_sc_hd__ha_1 30, sky130_fd_sc_hd__mux2i_1 6
sky130_fd_sc_hd__xnor2_1 28, sky130_fd_sc_hd__buf_4 7, sky130_fd_sc_hd__nand4_1 8, sky130_fd_sc_hd__a21oi_1 19
sky130_fd_sc_hd__edfxtp_1 9, sky130_fd_sc_hd__nor3_1 16, sky130_fd_sc_hd__xor2_1 17, sky130_fd_sc_hd__nor2_1 39
-- routing by layer --
layer | global-route usage (%) | vias to the layer above
met5 | 0 | -
met4 | 0.893 | 0
met3 | 1.69 | 5
met2 | 19.0 | 49
met1 | 18.6 | 1254
li1 | - | 1421
-- power by group --
| part | internal [mW] | leakage (nW) | switching, mW |
|---|---|---|---|
| clock network | 0.0935 | 0.0566 | 0.0578 |
| registers | 0.161 | 0.332 | 0.00111 |
| logic | 0.0140 | 0.938 | 0.00649 |
-- worst register-to-register path, delay by kind of cell (launching register included) --
kind	cells	cell delay, ns
AND-OR/OR-AND	10	1.63
XOR/XNOR	2	0.36
AND/OR/NAND/NOR	6	1.56
buffers and inverters	1	0.15
flip-flops	1	0.51
multiplexers	1	0.34
adder cells (fa/ha/maj)	3	0.84
-- logic make-up after synthesis --
group | Yosys count
DFF | 37
adders and majority gates | 31
buffers and inverters | 43
xor gates and xnor gates | 45
and+or+nand+nor | 142
AOI/OAI and AO/OA | 86
muxes | 8
-- area by class of cell --
| cell class | count | area, sq um |
|---|---|---|
| Tap cell | 136 | 170 |
| Sequential cell | 37 | 831 |
| Timing Repair Buffer | 16 | 158 |
| Multi-Input combinational cell | 312 | 2220 |
| Clock buffer | 8 | 111 |
| Inverter | 21 | 78.8 |
| Fill cell | 1073 | 6850 |
-- per-stage QoR --
step / instances / setup WS (ns)
6_report: 530 / 2.08
3_3_place_gp: 522 / 2.20
3_5_place_dp: 522 / 2.13
2_1_floorplan: 392 / 2.79
4_1_cts: 530 / 2.08
5_1_grt: 530 / 1.59
Power and IR drop assume default switching activity.
